--- design.v ---
 module alu(a, b, sign, f, y, zero);
 input [31:0] a, b;
 input       sign;
 input [2:0] f;
 output reg [31:0] y;
 output reg zero;
 always @(*) begin
  if (sign) begin
    case (f)
      0: y <= $signed(a) & $signed(b);
      1: y <= $signed(a) | $signed(b);
      2: y <= $signed(a) + $signed(b);
      3: y <= $signed(a) ^ $signed(b);   
      4: y <= $signed(a) & ~$signed(b);
      5: y <= $signed(a) | ~$signed(b);
      6: y <= $signed(a) + ~$signed(b) + 1;
      7: y <= ($signed(a)<$signed(b)) ? 1:0;
     default: y <= 0;
    endcase
  end
  else begin 
    case (f)
      0: y <= $unsigned(a) & $unsigned(b);
      1: y <= $unsigned(a) | $unsigned(b);
      2: y <= $unsigned(a) + $unsigned(b);
      3: y <= $unsigned(a) ^ $unsigned(b);
      4: y <= $unsigned(a) & ~$unsigned(b);
      5: y <= $unsigned(a) | ~$unsigned(b);
      6: y <= $unsigned(a) + ~$unsigned(b) + 1;
      7: y <= ($unsigned(a)<$unsigned(b)) ? 1:0;
     default: y <= 0;
    endcase
  end
  zero <= (y==8'h0) ? 1:0;
 end
endmodule
module execute(clk, signe,signe2, rse,rse2, rte,rte2, rde,rde2,signimme,signimme2,mux1after,mux1after2,mux2after,mux2after2,resultw,resultw2,aluoutm,aluoutm2,
	       alucontrole,alucontrole2,alusrce,alusrce2,multsele,multsele2,regdste,regdste2,forwardae,forwardae2,forwardbe,forwardbe2,writerege,writerege2,
	       solutione,solutione2,writedatae,writedatae2,multready,multready2);
  input 	clk, alusrce,alusrce2, regdste,regdste2, signe,signe2, multsele,multsele2;
  input [4:0] 	rse,rse2, rte, rte2,rde,rde2;
  input [31:0] 	signimme,signimme2, mux1after,mux1after2, mux2after,mux2after2, resultw,resultw2, aluoutm,aluoutm2;
  input [2:0]	alucontrole,alucontrole2;
  input [2:0]	forwardae,forwardae2, forwardbe,forwardbe2;
  output [4:0]	writerege,writerege2;
  output [31:0] solutione,solutione2, writedatae,writedatae2;
  output 	multready,multready2;
  wire [31:0] srcae,srcae2,srcbe,srcbe2, aluoute,aluoute2, LSB,LSB2;
  wire zero,zero2;
  wire [63:0] product,product2;
  assign LSB = product[31:0];
  assign LSB2 = product2[31:0];
  mux2  #(5) mux2execute(rte,rde,regdste,writerege);
  mux5  #(32) mux3alu1(mux1after,resultw,aluoutm,aluoutm2,resultw2,forwardae,srcae);
  mux5  #(32) mux3alu2(mux2after,resultw,aluoutm,aluoutm2,resultw2,forwardbe,writedatae);
  mux2  #(32) mux2alu(writedatae,signimme,alusrce,srcbe);
  alu     alu(srcae, srcbe, signe, alucontrole, aluoute, zero);
  multiplier mult(clk, signe, multsele, srcae, srcbe, product, multready);
  mux2  #(32) multalu(aluoute, LSB, multsele, solutione);
  mux2  #(5) mux2execute2(rte2,rde2,regdste2,writerege2);
  mux6  #(32) mux3alu1_2(mux1after2,resultw2,aluoutm2,solutione,aluoutm,resultw,forwardae2,srcae2);
  mux6  #(32) mux3alu2_2(mux2after2,resultw2,aluoutm2,solutione,aluoutm,resultw,forwardbe2,writedatae2);
  mux2  #(32) mux2alu2(writedatae2,signimme2,alusrce2,srcbe2);
  alu     alu2(srcae2, srcbe2, signe2, alucontrole2, aluoute2, zero2);
  multiplier mult2(clk, signe2, multsele2, srcae2, srcbe2, product2, multready2);
  mux2  #(32) multalu2(aluoute2, LSB2, multsele2, solutione2);
 endmodule
module multiplier(clk, sign, enable, multi_1, multi_2, product, multready);
   input         clk, sign, enable;
   input  [31:0] multi_1, multi_2;
   output [63:0] product;
   output	 multready;
   reg    [63:0] product, product_temp;
   reg    [31:0] multi_1_copy;
   reg    [63:0] multi_2_copy;
   reg           neg_output;
   reg    [6:0]  i;
   initial begin
      product      = 64'b0;
      product_temp = 64'b0;
      multi_1_copy = 32'b0;
      multi_2_copy = 64'b0;
      neg_output   = 1'b0;
      i            = 7'd32;
   end
   assign multready = !i;
   always @(posedge clk) begin
      if (enable & (i == 7'd32)) begin
	multi_2_copy <= (sign && multi_2[31]) ? { 32'd0, ~multi_2 + 1'b1} : { 32'd0, multi_2 };    
	multi_1_copy <= (sign && multi_1[31]) ? ~multi_1 + 1'b1 : multi_1;                         
	neg_output   <= sign && ((multi_1[31] && ~multi_2[31]) || (~multi_1[31] && multi_2[31]));  
	i <= i - 1'b1;
      end
      else if (enable & i>0) begin
        if ( multi_1_copy[0] == 1'b1 ) begin
          product_temp <= product_temp + multi_2_copy;
        end
        multi_1_copy <= multi_1_copy >> 1;
 	multi_2_copy <= multi_2_copy << 1;
        product <= neg_output ? (~product_temp + 1'b1) : product_temp;
        i <= i - 1'b1;
      end
      else begin
	product      <= 64'b0;
        product_temp <= 64'b0;
	multi_1_copy <= 32'b0;
	multi_2_copy <= 64'b0;
	neg_output   <= 1'b0;
        i            <= 7'd32;
      end
   end
endmodule
module mux2 #(parameter WIDTH=8) (d0, d1, s, y);
  input [WIDTH-1:0] d0, d1;
  input s;
  output [WIDTH-1:0] y;
  assign y = s ? d1: d0;
endmodule
module mux5 #(parameter WIDTH = 8) (d0, d1, d2, d3, d4, s, y);
  input [WIDTH-1:0] d0, d1, d2, d3, d4;
  input [2:0] s;
  output reg [WIDTH-1:0] y;
  always @(*)
    case(s)
      3'b000: y <= d0;
      3'b001: y <= d1;
      3'b010: y <= d2;
      3'b011: y <= d3;
      3'b100: y <= d4;
    endcase
endmodule
module mux6 #(parameter WIDTH = 8) (d0, d1, d2, d3, d4, d5, s, y);
  input [WIDTH-1:0] d0, d1, d2, d3, d4, d5;
  input [2:0] s;
  output reg [WIDTH-1:0] y;
  always @(*)
    case(s)
      3'b000: y <= d0;
      3'b001: y <= d1;
      3'b010: y <= d2;
      3'b011: y <= d3;
      3'b100: y <= d4;
      3'b101: y <= d5;
    endcase
endmodule
--- run.sh ---
#!/bin/bash
# OpenROAD 26Q1-2900-gdf79404cd8, Yosys 0.63+post, stock flow scripts
make -C /OpenROAD-flow-scripts/flow DESIGN_CONFIG=/design/flow/config.mk WORK_HOME=/design/flow/orfs finish
--- config.mk ---
export PLATFORM = sky130hd
export DESIGN_NAME = execute
export DESIGN_NICKNAME = execute
export VERILOG_FILES = /design/flow/design.v
export SDC_FILE = /design/flow/constraint.sdc
export NUM_CORES = 4
export LEC_CHECK = 1
export CORE_UTILIZATION = 30
--- constraint.sdc ---
current_design execute

set clk_period 21.0
set clk_io_pct 0.2

create_clock -name clk0 -period $clk_period [get_ports {clk}]

set non_clock_inputs [all_inputs -no_clocks]
set_input_delay [expr $clk_period * $clk_io_pct] -clock clk0 $non_clock_inputs
set_output_delay [expr $clk_period * $clk_io_pct] -clock clk0 [all_outputs]
==> results.txt <==
The full implementation flow was run.

The register-to-register setup slack stands at 17.32 ns. The chip area from the yosys synthesis statistics stands at 0.03429 sq mm. Overall routing resource usage recorded by global route was 31.18%.

The detail route stage leaves a number of antenna-violating nets equal to 0. Looking at the clock tree report, the H-tree level count equals 2. Per the synthesis report, the simple-gate share of the synthesized area is 19.39%. Among the non-sequential cells, AND-OR/OR-AND gates take the most area.

STA classifies the critical path endpoint as an output pin. The final setup slack of the worst path stands at 7.186 ns. The filler cell count stands at 11,618.

The clock transition at the registers of the reported paths stands at 0.05 ns. Setup repair after global routing left no endpoint under its margin. The number of instances resized during post-cts repair stands at 0. The flow measured a signed area growth from synthesis to layout of 23.65%. The wire length per cell after detailed routing stands at 27.82 microns. The arrival time of the worst setup path stands at 9.61 ns. The quantity of hold-fixing buffers added after cts stands at 0. STA reports the tightest min-delay check as being of type reg -> reg. Measured against its own limit, the worst slew margin works out to 33.48%.

In this run the biggest area consumer among cell types represents 11.38% of the synthesized area. The finished cells cover 0.04240 sq mm. Sorting the synthesis cell report by count puts at the top nor2_1. The tool flagged a number of max-cap violations equal to 0. The clock tree skew after final layout stands at 0.02910 ns. Counting distinct cell types in the post-synthesis netlist gives 95. The global placer's final weighted congestion stands at 1.080. The final power report lists total power as 3.241 mW.

For this configuration, the core starts out at a cell density of 30.35%. The mean post-synth cell area stands at 7.529 sq um. The die outline width stands at 340.1 microns. Measured along the y axis, the die boundary spans 340.1 microns. The fraction of final layout cells sized beyond drive strength 1 stands at 6.314%. The post-detailed-route via-to-cell ratio stands at 5.851. The number of instances in the synthesized netlist stands at 4,554. The count of buffers inserted at the top-level ports stands at 506. The proportion of register bits with asynchronous set or reset after synthesis stands at 0%. The synthesized design spends more area on one cell type than any other, namely edfxtp_1. The initial antenna violation count stands at 14.

The cell sitting at the root of the clock tree is a clkbuf_16. The final wirelength stands at 180,200 microns. The count of pins on the block boundary stands at 517.

The die area stands at 0.1157 sq mm. The largest vdd supply drop stands at 0.06864 mV. The clock latency on the worst-skew pair stands at 0.57 ns. Per STA, the startpoint of the critical path is alusrce. The flow ran to the end, and the final reports show no timing, DRC or antenna violations. The leakage dissipation stands at 16.67 nW.

The highest achievable clock rate stands at 72.39 MHz. The worst register-to-register path ends at mult2.product_temp[30]$_SDFFCE_PN0P_. The critical path maximum fanout is 36.

TritonCTS built the clock tree. In this run the critical register-to-register path is launched from mult2.product_temp[0]$_SDFFCE_PN0P_. Yosys reports that the most numerous cell types are 484 x nor2_1, 457 x nand2_1, 396 x o21ai_0.

The core box area stands at 0.1130 sq mm. Summed over all layers, the global routing overflow is 0. The synthesized netlist devotes 8.148% of its cell area to XOR and XNOR gates.

Adding up every negative setup slack in the final design gives 0 ns. During synthesis, Yosys emitted a total of 4 warnings. The post-synth design cell area stands at 0.03429 sq mm. The count of endpoints without a timing constraint stands at 192.

The cell count listed in synth_stat.txt stands at 4,554. Per the detailed placement report, the placed cell area equals 0.04112 sq mm. Once iteration 0 of detailed routing completed, the report listed 3,684 DRC markers. The number of register pins that no clock reaches stands at 128. Summed over all nets, the half-perimeter wirelength after detailed placement is 142,900 microns.

In the synthesized netlist the dominant register cell turns out to be dfxtp_1. The logic depth of the worst register-to-register path stands at 13. STA puts the critical path data required time at 16.80 ns.

The final critical delay including setup and external delays stands at 13.81 ns. The total count of hold-check failures in the final report stands at 0. The placement row count stands at 123. The cell area power density stands at 76.45 mW/mm^2. The DRC violation total left in the routed layout is recorded as 0. The main area contributors are edfxtp_1 11%, dfxtp_1 8.3%, ha_1 7.3%. The buffer depth of the longest clock path stands at 3. The final number of setup-violating endpoints stands at 0. Per the detail_route report, the via count comes to 37,907. The share of synthesized cell area in and-or and or-and compound cells stands at 28.54%. The post-synth tally of flip-flops with integrated enable stands at 130. The post-CTS setup-driven buffer insertion count stands at 0.

The pre-CTS setup slack stands at 7.330 ns. The ratio of final minimum period to clock period stands at 65.78%. The global-route wire length before repair stands at 256,800 microns.

For reference, full adder, half adder and majority cells occupy 8.342% of the area reported after synthesis. The worst setup path is launched from an input port. Looking at the max-slew report, the worst-margin pin has a slew of 0.9887 ns.

Counting the buffers created by CTS gives 36. According to the timing report, the critical path is captured at solutione[30]. The register bit total from synthesis stands at 400.

The detailed-router iteration count before antenna repair stands at 6. The largest net degree at the start of global routing stands at 68. The portion of synthesized area spent on multiplexers is 5.076%. The via count of the first global-routing pass stands at 35,292. For reference, the final report shows the max-slew violation count at 0. The worst hold slack across all endpoints stands at 0.4257 ns. In this run the tools logged warnings totalling 100. The worst setup path is of the in -> out kind.
## registers in the layout, summed over array words and instances (netlist names)
signal,cells
mux3alu2.y,32
mux3alu2_2.y,32
mult2.multi_1_copy,32
mult2.i,7
mult.product_temp,32
mult.neg_output,1
mult2.multi_2_copy,32
mult2.product_temp,32
mult2.product,32
mult.multi_2_copy,32
mult.multi_1_copy,32
mult.product,32
mux3alu1_2.y,32
mux3alu1.y,32
mult2.neg_output,1
mult.i,7
## layer usage
layer | track usage [%] | wire [microns] | vias up
li1 | - | - | 17406
met1 | 43.71 | 75180 | 18119
met2 | 44.73 | 75310 | 2027
met3 | 10.62 | 21220 | 345
met4 | 11.68 | 8477 | 10
met5 | 0 | 55 | -
## report_power, final
group	leakage [nW]	switching (mW)	internal, mW	total, mW
Sequential	3.60	0.178	0.823	1.00
Clock	0.617	0.257	0.394	0.651
Combinational	12.5	0.968	0.622	1.59
Total	16.7	1.40	1.84	3.24
## worst min-delay path by stage
stage | to | slack, ns | cells after the start | start
finish | mult2.multi_1_copy[22]$_DFF_P_ | 0.43 | 2 | mult2.multi_1_copy[23]$_DFF_P_
global route | mult2.multi_1_copy[24]$_DFF_P_ | 0.45 | 2 | mult2.multi_1_copy[25]$_DFF_P_
CTS | mult.multi_1_copy[28]$_DFF_P_ | 0.43 | 2 | mult.multi_1_copy[29]$_DFF_P_
## kinds of logic (layout without fill, tap and decap cells)
group	after synthesis	in the layout
xor gates and xnor gates	319	319
buffers and inverters	473	892
other	0	6
adders and majority gates	230	230
and+or+nand+nor	1466	1466
muxes	148	148
latches	128	128
DFF	272	272
AOI/OAI and AO/OA	1518	1518
## layout make-up
type                    instances  area (sq um)  area share (%)
clock inverters                13         167.7          0.3954
clock buffers                  53          1100           2.594
repair buffers                630          5931           13.99
well taps                    1500          1877           4.427
multi-input cells            3681         23900           56.38
diodes                          6         15.01         0.03541
inverters                     196         735.7           1.735
flip-flops and latches        400          8668           20.44
## worst max-delay path, stage by stage
cell	delay, ns
buf_2	0.07
buf_4	0.54
mux2i_1	0.81
ha_1	0.46
or2_1	0.34
or2_2	0.33
or2_2	0.27
o21a_1	0.28
o211ai_1	0.32
a21oi_1	0.22
o221a_2	0.30
nor3_1	0.18
nor2_1	0.14
o21ai_0	0.53
clkdlybuf4s50_1	0.58
## metrics by stage
step / std cells / util, %
floorplan: 4554 / -
global placement: 6407 / 36.40
finish: 6479 / 37.53
CTS: 6473 / 37.52
global route: 6477 / 37.53
detailed placement: 6407 / 36.40
## cells in the final DEF (no fill, tap or decap), drive strengths merged, types with 128 or more instances in the layout
cell,count
xnor2,199
a21oi,360
nor2,484
nand2,457
dlxtn,128
a22oi,148
edfxtp,130
clkdlybuf4s50,493
dfxtp,142
o21ai,401
buf,137
ha,199
inv,193
Power is estimated from default activity; no workload was simulated.
